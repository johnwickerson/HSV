===== /design/flow/constraint.sdc =====
current_design multiplier

set clk_period 5.8
set clk_io_pct 0.2

create_clock -name clk0 -period $clk_period [get_ports {clk}]

set non_clock_inputs [all_inputs -no_clocks]
set_input_delay [expr $clk_period * $clk_io_pct] -clock clk0 $non_clock_inputs
set_output_delay [expr $clk_period * $clk_io_pct] -clock clk0 [all_outputs]

===== /design/flow/config.mk =====
export PLATFORM = sky130hd
export DESIGN_NAME = multiplier
export DESIGN_NICKNAME = multiplier
export VERILOG_FILES = /design/flow/design.v
export SDC_FILE = /design/flow/constraint.sdc
export NUM_CORES = 4
export LEC_CHECK = 1
export CORE_UTILIZATION = 40

===== /design/flow/design.v =====
module multiplier (
		   input 	 rst,
                   input 	 clk,
                   input [7:0] 	 in1,
                   input [7:0] 	 in2,
                   output [15:0] out
                  );
   reg [3:0]  stage = 0;
   reg [15:0] accumulator = 0;
   reg [7:0]  in1_shifted = 0;
   reg [15:0] in2_shifted = 0;
   always @(posedge clk) 
     if (rst || stage == 9)
       stage <= 0;
     else
       stage <= stage + 1;
   always @(posedge clk) 
     if (rst) begin
	in1_shifted <= 0;
	in2_shifted <= 0;
     end else if (stage == 0) begin
        in1_shifted <= in1;
        in2_shifted <= in2;
     end else begin
        in1_shifted <= in1_shifted >> 1;
        in2_shifted <= in2_shifted << 1;
     end
   always @(posedge clk)
     if (rst || stage == 9) begin
	accumulator <= 0;
     end else if (in1_shifted[0]) begin
        accumulator <= accumulator + in2_shifted;
     end
   assign out = accumulator;
endmodule

===== /design/flow/run.sh =====
#!/bin/bash
# OpenROAD 26Q1-2900-gdf79404cd8, Yosys 0.63+post, stock flow scripts
make -C /OpenROAD-flow-scripts/flow DESIGN_CONFIG=/design/flow/config.mk WORK_HOME=/design/flow/orfs finish

==> results.txt <==
impl run done, here's what came out: Setup crit start=rst, synth unique cells=41, Vias=1755, ys async rst share=0%, crit-path leading delay family=AND-OR/OR-AND gates, worst setup path class=primary input to flip-flop, time the worst path needs with I/O delays and setup=2.60 ns, post-CTS sizing=0, timing endpoint of the critical path=accumulator[12], gr usage total=17.4%, most common cell in the netlist=dfxtp_1, post-synthesis average cell area=9.31 sq um, initial core utilization=42.1%, Power per Cell Area=229 nW/um^2, flip-flop cell with the highest count after synthesis=dfxtp_1, CTS H-Tree Depth=2, CTS tree=done, filler cell count in the final layout=488, area growth from synthesis to layout=23.1%, via count of the first global-routing pass=1594, tool warnings=27, slowest stage cell on the critical path=clkdlybuf4s50_1, y dimension of the die=75.8 um, worst voltage drop across the vdd grid=0.143 mV, endpoint required time on the critical path=6.04 ns, global-route wire length before repair=7310 um, setup TNS=0 ns, arrival time worst endpoint=2.84 ns, aggregate routed wire length=4430 um, # clock sinks=44, portion of the clock cycle consumed by the worst path in the final layout=44.8%, result of the run=finished clean, clk buf depth=2, CTS hold repair buffers=0, post-synth top area share=40.4%, number of diodes=0, number of buffers inserted by port buffering=33, Placement Rows=26, count of pins over their slew limit=0, clock root buffer=clkbuf_8, maximum clock frequency=385 MHz, post-synthesis sequential area ratio=40.4%, main area contributors=dfxtp_1 40%, ha_1 10%, a22o_1 5.6%, static power due to leakage=1.05 nW, num ports=34, yosys synthesis chip area=2180 sq um, antenna-violating nets left=0, floorplan core area=5170 sq um, clock-pin slew reported for the worst setup and hold paths after clock tree synthesis=0.08 ns, share of layout cells above drive strength 1=6.99%, Worst Reg-to-Reg Cells=8, element type at the critical path start=primary input, count of maximum capacitance violations=0, Total Die Area=5740 sq um, setup repair after global routing missed its margin=false, Max stage delay on crit path=0.46 ns, WL/cell=12.9 um, largest net degree at the start of global routing=18, max_slew headroom=57.3%, number of warnings reported in the yosys synthesis log=1, routability congestion estimate=0.884, Gate Count Post-Synth=234, later-pin clock latency in the skew report=0.29 ns, number of design-rule violations left by the first detailed-router iteration=42, post-layout util=51.9%, aggregate global routing overflow=0, start of the worst register-to-register path=accumulator[0], number of synthesized flops with an enable pin=0, horizontal extent of the die=75.8 um, classification of the worst-slack hold path=flip-flop to flip-flop, number of detailed-routing iterations run before antenna repair=4, final hold violation count=0, cells along the critical path=clkdlybuf4s50_1, a31oi_1, nand2_1, a2111oi_2, nand2b_1, library cell with the largest summed area after synthesis=dfxtp_1, crit path capture type=flip-flop, Levels on crit path=5, crit path max fanout=9, Final setup viols=0, slew at the pin closest to its max-slew limit=0.640 ns, Post-Syn Area=2180 sq um, number of antenna violations at the first check in global routing=0, mean number of vias per cell=5.13, largest clock skew in the final design=0.00540 ns, count of buffer and inverter cells on the critical path=1, Final HPWL DP=3220 um, DRC violation count after routing=0, number of cell instances after yosys synthesis=234, number of clock buffers inserted by TritonCTS=5, Reg2Reg Setup Slack=3.54 ns, Commonest cells post-synth=44 x dfxtp_1, 24 x nor2_1, 22 x nand2_1, postcts setup bufs=0, #FFs+latches synth=44, worst reg2reg path endpoint=accumulator[12]
-- state kept, by name, summed over array words and instances, names as in the netlist --
register	cells
accumulator	16
in1_shifted	8
in2_shifted	16
stage	4
-- cells by family (layout without fill, tap and decap cells) --
logic type,Yosys count,in the layout,synth area share [%]
compound gates,64,64,22.6
xor+xnor,9,9,3.62
fa+ha+maj,19,19,11.3
buf+inv,15,53,2.58
flops,44,44,40.4
mux,8,8,3.68
simple gates,75,75,15.9
-- power by group --
group,internal [W],switching (W)
Combinational,0.0000439,0.0000418
Sequential,0.000318,0.0000136
Clock,0.0000973,0.0000995
-- how the worst min path moves through the flow --
stage | cells past startpoint | slack, ns | endpoint | start
CTS | 1 | 0.46 | in1_shifted[1] | in1_shifted[2]
global route | 1 | 0.48 | in1_shifted[1] | in1_shifted[2]
finish | 1 | 0.46 | in1_shifted[1] | in1_shifted[2]
-- stage by stage --
stage,hold WS (ns),std cells,cell area [sq um],power (W),worst slack [ns]
finish,0.459,342,2680,0.000614,3.20
global route,0.476,342,2680,0.000646,2.99
CTS,0.461,342,2680,0.000623,3.23
detailed placement,0.437,334,2590,0.000426,2.93
global placement,0.432,334,2590,0.000425,2.96
floorplan,0.426,234,2180,0.000391,3.68
-- metal layers --
metal	up-vias	GRT usage, %	part of all wire [%]
li1	909	-	-
met5	-	0	0
met1	797	28.2	51
met4	0	2.06	1.3
met2	42	25.0	42
met3	7	4.16	5.0
-- final cells by class --
| class | count | area (sq um) | share of cell area (%) |
|---|---|---|---|
| Sequential cell | 44 | 881 | 32.8 |
| Multi-Input combinational cell | 175 | 1240 | 46.3 |
| Clock buffer | 8 | 90.1 | 3.36 |
| Inverter | 10 | 37.5 | 1.40 |
| Tap cell | 70 | 87.6 | 3.26 |
| Timing Repair Buffer | 35 | 345 | 12.9 |
-- cells in the final DEF, fill, tap and decap left out, types with 8 or more instances in the layout --
cell type and count:
dfxtp_1 44, clkdlybuf4s50_1 33, nor2_1 24, nand2_1 22
ha_1 18, a22o_1 14, a21oi_1 13, and2_1 11
inv_1 9, mux2i_1 8
No activity file was given, so power comes from the tool's default toggle rates.
